==> design/flow/run.sh <==
#!/bin/bash
# OpenROAD 26Q1-2900-gdf79404cd8, Yosys 0.63+post, stock flow scripts
make -C /OpenROAD-flow-scripts/flow DESIGN_CONFIG=/design/flow/config.mk WORK_HOME=/design/flow/orfs finish
==> design/flow/config.mk <==
export PLATFORM = sky130hd
export DESIGN_NAME = commu
export DESIGN_NICKNAME = commu
export VERILOG_FILES = /design/flow/design.v
export SDC_FILE = /design/flow/constraint.sdc
export NUM_CORES = 4
export LEC_CHECK = 1
export CORE_UTILIZATION = 30
==> design/flow/constraint.sdc <==
current_design commu

set clk_period 7.1
set clk_io_pct 0.2

create_clock -name clk0 -period $clk_period [get_ports {clk}]

set non_clock_inputs [all_inputs -no_clocks]
set_input_delay [expr $clk_period * $clk_io_pct] -clock clk0 $non_clock_inputs
set_output_delay [expr $clk_period * $clk_io_pct] -clock clk0 [all_outputs]
==> design/flow/design.v <==
module cnt(clk,key,dat0,dat1,dat2,dat3,dat4,dat5,dig_cnt,start,send_rate,rec_rate,txstate);	 
input clk;
input [3:0]key;
output reg [3:0]dat0,dat1,dat2,dat3,dat4,dat5;
output reg [2:0] dig_cnt;
output reg start,send_rate,rec_rate,txstate;
reg [3:0] key_o;
always@(posedge clk)
begin
	key_o[0] <= key[0];
	key_o[1] <= key[1];
	key_o[2] <= key[2];
	key_o[3] <= key[3];
end
always@(posedge clk)
begin
	if((dig_cnt==6)&&~key_o[1])
		start <= 1;
	else
		start <= 0;
end
always@(negedge key_o[0])	 
begin
	if(dig_cnt==3'd6)
		dig_cnt <= 0;
	else
		dig_cnt <= dig_cnt + 1;
end
always@(negedge key_o[1])
begin
	if(dig_cnt!=6)
	begin
		case(dig_cnt)
			3'd0:dat0 <= dat0 + 3'd1;
			3'd1:dat1 <= dat1 + 3'd1;
			3'd2:dat2 <= dat2 + 3'd1;
			3'd3:dat3 <= dat3 + 3'd1;
			3'd4:dat4 <= dat4 + 3'd1;
			3'd5:dat5 <= dat5 + 3'd1;
			default:
				;	 
		endcase
	end
end
always@(negedge key_o[2])
begin
	txstate <= ~txstate;
end
always@(negedge key_o[3])
begin
	case(txstate)
		1'b0:send_rate <= ~send_rate;
		1'b1:rec_rate <= ~rec_rate;
	endcase
end
endmodule
module commu
(
	input clk,
	input [3:0]key,
	input RxA,
	input RxB,
	output [5:0]dig,
	output [0:7]seg,
	output TxA,
	output TxB,
	output busy,
	output [3:0] led
);
wire [3:0] key_out;
key_deb key_deb_inst
(
	.clk(clk),
	.key_in(key),
	.key_out(key_out)
);
wire [3:0] dat0,dat1,dat2,dat3,dat4,dat5;
wire [2:0]cnt_out;
cnt cnt_inst
(	
	.clk(clk),
	.key(key_out[3:0]),
	.dat0(dat0),
	.dat1(dat1),
	.dat2(dat2),
	.dat3(dat3),
	.dat4(dat4),
	.dat5(dat5),
	.dig_cnt(cnt_out),
	.start(start),
	.send_rate(send_rate),
	.rec_rate(rec_rate),
	.txstate(txstate)
);
wire [2:0]disp_cnt;
wire [0:7]seg_in;
disp disp_inst
(
	.clk50M(clk),
	.dat0(dat0),
	.dat1(dat1),
	.dat2(dat2),
	.dat3(dat3),
	.dat4(dat4),
	.dat5(dat5),
	.rec_dat24(dat_rec24),
	.txstate(txstate),
	.dig(dig),
	.seg(seg_in),
	.dig_cnt(disp_cnt)
);
flikerer flikerer_inst
(
	.clk(clk),
	.seg_in(seg_in),
	.disp_out(disp_cnt),
	.cnt_out(cnt_out),
	.txstate(txstate),
	.seg(seg)
);
reg [23:0] dat24;
always@(clk)
begin
	dat24[3:0] <= dat0;
	dat24[7:4] <= dat1;
	dat24[11:8] <= dat2;
	dat24[15:12] <= dat3;
	dat24[19:16] <= dat4;
	dat24[23:20] <= dat5;
end
send send_inst
(
	.dat24(dat24),
	.TxA(TxA),
	.TxB(TxB),
	.busy(busy),
	.start(start),	 
	.clk(clk),
	.send_rate_sel(send_rate)
);
led led_inst
(
	.clk(clk),
	.txstate(txstate),
	.send_rate(send_rate),
	.rec_rate(rec_rate),
	.start(TxA),
	.led(led)
);
wire [23:0] dat_rec24;
rec rec_inst
(
	.dat24(dat_rec24),
	.clk(clk),
	.RxA(RxA),
	.RxB(RxB),
	.rec_rate_sel(rec_rate)
);
endmodule
module disp(clk50M,dat0,dat1,dat2,dat3,dat4,dat5,rec_dat24,txstate,dig,seg,dig_cnt);
input clk50M,txstate;
input [3:0]dat0,dat1,dat2,dat3,dat4,dat5;
input [23:0]rec_dat24;
output reg [5:0]dig;
output reg [0:7]seg;
parameter N = 25000,WIDTH = 15;
reg clk2k;
reg [WIDTH-1:0]cnt;
output reg [2:0]dig_cnt;
reg [3:0]bin_data;
always@(posedge clk50M)
begin
	if(cnt == N-1)
	begin
		cnt <= 0;
		clk2k <= ~clk2k;
	end
	else
		cnt <= cnt +1;
end
always@(posedge clk2k)
begin
	if(dig_cnt==3'b101)
	begin
		dig_cnt <= 0;
	end
	else
		dig_cnt <= dig_cnt + 1;
end
always@(dig_cnt)
begin
	case(dig_cnt)	 
		3'd0:dig <= 6'b011111;
		3'd1:dig <= 6'b101111;
		3'd2:dig <= 6'b110111;
		3'd3:dig <= 6'b111011;
		3'd4:dig <= 6'b111101;
		3'd5:dig <= 6'b111110;
		default:dig <= 6'b000000;
	endcase
	if(~txstate)
	begin
		case(dig_cnt)	 
			3'd0:bin_data <= dat0;
			3'd1:bin_data <= dat1;
			3'd2:bin_data <= dat2;
			3'd3:bin_data <= dat3;
			3'd4:bin_data <= dat4;
			3'd5:bin_data <= dat5;
			default:bin_data <= 4'h4;			 
		endcase
	end
	else
	begin
		case(dig_cnt)	 
			3'd0:bin_data <= rec_dat24[3:0];
			3'd1:bin_data <= rec_dat24[7:4];
			3'd2:bin_data <= rec_dat24[11:8];
			3'd3:bin_data <= rec_dat24[15:12];
			3'd4:bin_data <= rec_dat24[19:16];
			3'd5:bin_data <= rec_dat24[23:20];
		default:bin_data <= 4'h4;			 
		endcase
	end
	case(bin_data)	 
		4'h0:seg <= {8'b0000_0011};	 
		4'h1:seg <= {8'b1001_1111};	 
		4'h2:seg <= {8'b0010_0101};	 
		4'h3:seg <= {8'b0000_1101};	 
		4'h4:seg <= {8'b1001_1001};	 
		4'h5:seg <= {8'b0100_1001};	 
		4'h6:seg <= {8'b0100_0001};	 
		4'h7:seg <= {8'b0001_1111};	 
		4'h8:seg <= {8'b0000_0001};	 
		4'h9:seg <= {8'b0000_1001};	 
		4'ha:seg <= {8'b0001_0001};	 
		4'hb:seg <= {8'b1100_0001};	 
		4'hc:seg <= {8'b0110_0011};	 
		4'hd:seg <= {8'b1000_0101};	 
		4'he:seg <= {8'b0110_0001};	 
		4'hf:seg <= {8'b0111_0001};	 
		default:seg <= 8'b1111_1111;
	endcase
end
endmodule 
module flikerer
(
	input clk,
	input [7:0]seg_in,
	input [2:0]disp_out,
	input [2:0]cnt_out,
	input txstate,
	output reg [7:0]seg
);
reg [24:0] cnt;
reg clk1;
always@(posedge clk)	 
begin
	if(cnt == 25_000_000)
	begin
		cnt <= 0;
		clk1 <= ~clk1;
	end
	else
		cnt <= cnt +1;
end
always@(posedge clk)
begin
	if(clk1)
	begin
		if((disp_out==cnt_out)&&~txstate)
			seg <= 8'hff;
		else
			seg <= seg_in;
	end
	else
		seg <= seg_in;
end
endmodule
module key_deb
(
	input clk,
	input [3:0] key_in,
	output reg [3:0] key_out
);
reg [18:0] cnt;
reg clk100;
reg [3:0] key0,key1,key2;
always@(posedge clk)
begin
	if(cnt==250_000)
	begin
		cnt <= 0;
		clk100 <= ~clk100;
	end
	else
		cnt <= cnt+1;
end
always@(posedge clk100)	 
begin
	key_out[0] <= (key_in[0]||key0[0]||key1[0]||key2[0]);
	key2[0] <= key1[0];
	key1[0] <= key0[0];
	key0[0] <= key_in[0];
end
always@(posedge clk100)
begin
	key_out[1] <= (key_in[1]||key0[1]||key1[1]||key2[1]);
	key2[1] <= key1[1];
	key1[1] <= key0[1];
	key0[1] <= key_in[1];
end
always@(posedge clk100)
begin
	key_out[2] <= (key_in[2]||key0[2]||key1[2]||key2[2]);
	key2[2] <= key1[2];
	key1[2] <= key0[2];
	key0[2] <= key_in[2];
end
always@(posedge clk100)
begin
	key_out[3] <= (key_in[3]||key0[3]||key1[3]||key2[3]);
	key2[3] <= key1[3];
	key1[3] <= key0[3];
	key0[3] <= key_in[3];
end
endmodule
module led(clk,txstate,send_rate,rec_rate,start,led);
input clk,txstate,send_rate,rec_rate,start;
output reg [3:0]led;
always@(posedge clk)
begin
	if(txstate)
		led[0] <= 1;
	else
		led[0] <= 0;
	if(start)
		led[1] <= 1;
	else
		led[1] <= 0;
	if(send_rate)
		led[2] <= 1;
	else
		led[2] <= 0;
	if(rec_rate)
		led[3] <= 1;
	else
		led[3] <= 0;
end
endmodule
module rec(RxA,RxB,clk,rec_rate_sel,dat24);
output reg [23:0] dat24;
reg [23:0] buffer24;
input clk,rec_rate_sel;
input RxA,RxB;
reg [8:0] cnt_h;
reg [13:0] cnt_l;
reg clk_h,clk_l,clk_buff;
parameter Idle=0,BeginRx=1,RecBit=2,RecZero=3,RecNull=4;
reg [2:0] state;
reg [4:0] count;
always@(posedge clk)	 
begin
	if(cnt_h==250)
	begin
		cnt_h <= 0;
		clk_h <= ~clk_h;	 
		if(cnt_l==10000)
		begin
			cnt_l <= 0;
			clk_l <= ~clk_l;	 
		end
		else
			cnt_l <= cnt_l+1;
	end
	else
		cnt_h <= cnt_h+1;
end
always@(posedge clk)	 
begin
	if(rec_rate_sel)
		clk_buff <= clk_h;
	else
		clk_buff <= clk_l;
end
always@(negedge clk_buff)	 
begin
	case(state)
		Idle:
		begin
			if((RxA||RxB)==0)
				state <= Idle;
			else
			begin
				count <= 1;
				buffer24[23] <= (RxA)&&(~RxB);
				state <= RecZero;
			end
		end
		RecBit:
		begin
			count <= count+1;
			buffer24[23] <= (RxA)&&(~RxB);
			state <= RecZero;
		end
		RecZero:
		begin
			if(count==24)
			begin
				count <= 1;
				state <= RecNull;
			end
			else
			begin
				buffer24 <= buffer24>>1;
				state <= RecBit;
			end
		end
		RecNull:
		begin
			if(count==6)
			begin
				dat24 <= buffer24;
				state <= Idle;
			end
			else
			begin
				count <= count+1;
				state <= RecNull;
			end
		end
		default:
			state <= Idle;
	endcase
end 
endmodule
module send(TxA,TxB,busy,start,clk,send_rate_sel,dat24);	 
input [23:0] dat24;
reg [23:0] buffer24;
input start,clk,send_rate_sel;
output reg TxA,TxB,busy;
reg [8:0] cnt_h;
reg [13:0] cnt_l;
reg clk_h,clk_l,clk_buff,buzy;
parameter Idle=0,BeginTx=1,SendBit=2,SendZero=3,SendNull=4;
reg [2:0] state;
reg [4:0] count;
always@(posedge clk)	 
begin
	if(cnt_h==250)
	begin
		cnt_h <= 0;
		clk_h <= ~clk_h;	 
		if(cnt_l==10000)
		begin
			cnt_l <= 0;
			clk_l <= ~clk_l;	 
		end
		else
			cnt_l <= cnt_l+1;
	end
	else
		cnt_h <= cnt_h+1;
end
always@(posedge clk_buff)	 
begin
	case(state)
		Idle:
		begin
			if(start==0)
				state <= Idle;
			else
				state <= BeginTx;
			buzy <= 0;
			TxA <= 0;
			TxB <= 0;
		end
		BeginTx:
		begin
			count <= 0;
			buffer24 <= dat24;
			buzy <= 1;
			TxA <= 0;
			TxB <= 0;
			state <= SendBit;
		end
		SendBit:
		begin
			count <= count+1;
			TxA <= buffer24[0];
			TxB <= ~buffer24[0];
			state <= SendZero;
		end
		SendZero:
		begin
			if(count==24)
			begin
				count <= 1;
				state <= SendNull;
			end
			else
				state <= SendBit;
			buffer24 <= buffer24>>1;
			TxA <= 0;
			TxB <= 0;
		end
		SendNull:
		begin
			if(count==6)
				state <= Idle;
			else
			begin
				count <= count+1;
				state <= SendNull;
			end
		end
		default:
			state <= Idle;
	endcase
end 
always@(posedge clk)	 
begin
	if(send_rate_sel)
		clk_buff <= clk_h;
	else
		clk_buff <= clk_l;
end
endmodule
==> results.yml <==
# physical design summary
run:
  cap_violations: 0
  tool_warnings: 46
floorplan:
  die_h_um: 196
  fp_util: 0.306
  io_pins: 28
  dieWidth_um: 196
  die-area_um2: 38200
  rows: 70
  core_area_um2: 36700
setup_path:
  max_stage_delay_ps: 460
  cp_num_buf_inv: 1
  reg2reg_from: "rec_inst.cnt_l[2]$_SDFFCE_PN0P_"
  critPathTopFamily: "buffers and inverters"
  critical_path_arrival_ps: 1180
  rrSetupSlack_ps: 4570
  reg2regPathDepth: 4
  startpoint_type: "flop"
  worstSetupEndpointType: "primary output"
  timing.rr.end: "rec_inst.clk_l$_DFFE_PP_"
  crit_chain: "clkdlybuf4s50_1"
  cp_max_fo: 1
  slowest_stage: "clkdlybuf4s50_1"
  path_class: "flop to primary output"
  crit_required_ps: 5680
placement:
  hpwl_mm: 12.6
  portBuffers: 25
  place_inst: 1431
  routabilityCongestion: 0.820
detailed_routing:
  ant_nets: 0
  num_vias: 6570
  drt_iter0_markers: 293
  avgRoutedWirePerCell_um: 12.3
  drcViolationCount: 0
  post_drt_via_cell_ratio: 4.49
  routed_wl_mm: 17.9
  antennaDiodeCount: 0
  firstDrtPassIters: 7
synth:
  avgSynthCellArea_um2: 11.8
  edf_count: 145
  synth.cell_area_um2: 11200
  synthArstFlopShare: 0
  ys_warn_count: 13
  yosys_area_um2: 11200
  postSynthSeqShare: 0.608
  synthCells: 950
  ys.flops: 269
  yosys_cells: 950
  ff_type: "edfxtp_1"
  yosys.cell_types.count: 68
final_layout:
  lay_top_cells: "edfxtp_1, dfxtp_1, nor2_1"
  mostFrequentLayoutCell: "edfxtp_1"
  drive_gt1_frac: 0.0905
  areaGrowthSynthToFinish_pct: 12.5
  fin_cells: 1463
clock_tree:
  htree_num_levels: 4
  numCtsBuffers: 17
  path_clk_slew_ps: 70
  clock_latency_ps: 420
  cts-root-buf: "clkbuf_16"
  clockBufferDepth: 2
  cts_resized: 0
  post_cts_buffers: 0
  cts_tree: "done"
  ctsHoldBuffers: 0
timing:
  hold_viol: 0
  period_used_share: 0.366
  rsz0062_at_grt: "no"
  max_freq_mhz: 384
  finalHoldWorstSlack_ps: 441
  fin_crit_ps: 2600
  worstMarginPinSlew_ps: 897
  drv_slew: 0
  fin_skew_ps: 12.2
  fin_tns_setup_ps: 0
  relSlewSlack: 0.402
  unclocked_pins: 139
  setup_viol: 0
  untimed_endpoints: 265
power_and_ir_drop:
  total_leakage_power_nw: 4.49
  pwr_density_cell_nw_per_um2: 128
  power_w: 0.00162
  vdd_drop_max_mv: 0.127
global_routing:
  grt_pass1_wl_mm: 31.1
  grt_antenna_before_repair: 0
  grt_start_max_net_pins: 57
  grt.overflow.total: 0
  grt_usage: 0.102
  grt_pass1_vias: 6298
min_path:
  hold_depth: 1
  hp-start: "disp_inst.cnt[0]$_SDFF_PN0_"
  whs_endpoint: "disp_inst.cnt[0]$_SDFF_PN0_"
  hp-class: "flop to flop"
run_status:
  status: "finished clean"
-- stage by stage --
step	instance area, um^2	utilization	setup WS, ps
2_1_floorplan	11200	-	4600
3_3_place_gp	12100	0.329	4680
3_5_place_dp	12100	0.329	4630
4_1_cts	12600	0.345	4470
5_1_grt	12600	0.345	4410
6_report	12600	0.345	4500
-- power by group --
group           total [W]  switching, W  internal, W
logic          0.00000459    0.00000133   0.00000326
clock network    0.000857      0.000385     0.000472
registers        0.000757             0     0.000757
total             0.00162      0.000386      0.00123
-- how the worst max path moves through the flow --
stage                               start                  endpoint  slack [ps]  cells past startpoint
4_1_cts      flikerer_inst.seg[3]$_DFF_P_                    seg[4]        4470                      1
5_1_grt   rec_inst.cnt_l[2]$_SDFFCE_PN0P_  rec_inst.clk_l$_DFFE_PP_        4410                      4
6_report     flikerer_inst.seg[3]$_DFF_P_                    seg[4]        4500                      1
-- routing by layer --
layer / routed length [um] / track usage / vias to the layer above
li1: - / - / 3409
met1: 9310 / 0.168 / 3056
met2: 7860 / 0.150 / 93
met3: 573 / 0.0187 / 12
met4: 191 / 0.0105 / 0
met5: 0 / 0 / -
-- area by class of cell --
| class | instances | area, um^2 |
|---|---|---|
| Multi-Input combinational cell | 606 | 4110 |
| Tap cell | 468 | 586 |
| Inverter | 51 | 191 |
| Timing Repair Buffer | 37 | 340 |
| Fill cell | 3494 | 24100 |
| Clock inverter | 15 | 158 |
| Sequential cell | 269 | 6840 |
| Clock buffer | 17 | 425 |
-- Yosys cell counts (2+ instances only) --
| master | number | area share |
|---|---|---|
| a31oi_1 | 4 | 0.0022 |
| a221oi_1 | 2 | 0.0016 |
| nand4bb_1 | 2 | 0.0020 |
| and2_1 | 6 | 0.0033 |
| xnor2_1 | 56 | 0.044 |
| nand3b_1 | 2 | 0.0013 |
| o32ai_1 | 2 | 0.0016 |
| or4b_2 | 3 | 0.0027 |
| nor2b_1 | 12 | 0.0067 |
| dfxtp_1 | 124 | 0.22 |
| conb_1 | 2 | 0.00067 |
| ha_1 | 42 | 0.047 |
| or2_2 | 5 | 0.0028 |
| nand2b_1 | 6 | 0.0033 |
| nor3b_1 | 5 | 0.0033 |
| o211ai_1 | 2 | 0.0013 |
| clkbuf_1 | 9 | 0.0030 |
| o22ai_1 | 3 | 0.0017 |
| a21oi_1 | 16 | 0.0071 |
| and4_1 | 2 | 0.0016 |
| mux2_2 | 29 | 0.029 |
| buf_2 | 7 | 0.0031 |
| xor2_1 | 46 | 0.036 |
| buf_4 | 5 | 0.0033 |
| edfxtp_1 | 145 | 0.39 |
| mux2i_1 | 8 | 0.0071 |
| o21ai_0 | 25 | 0.011 |
| nand4b_1 | 3 | 0.0023 |
| nor4_1 | 6 | 0.0033 |
| nand4_1 | 19 | 0.011 |
| nor2_1 | 103 | 0.034 |
| or4_1 | 7 | 0.0047 |
| o221ai_1 | 3 | 0.0023 |
| or3_1 | 7 | 0.0039 |
| nor4b_1 | 4 | 0.0031 |
| a222oi_1 | 4 | 0.0036 |
| nand3_1 | 51 | 0.023 |
| a22oi_1 | 3 | 0.0020 |
| nand2_1 | 64 | 0.021 |
| nor3_1 | 18 | 0.0080 |
| and3_1 | 11 | 0.0061 |
| inv_1 | 51 | 0.017 |
-- flip-flops by register name, summed over array words and instances, names as in the netlist, 9 cells and up --
signal,cells
send_inst.buffer24,24
rec_inst.cnt_l,14
rec_inst.dat24,24
send_inst.cnt_l,14
key_deb_inst.cnt,19
flikerer_inst.cnt,25
rec_inst.cnt_h,9
disp_inst.cnt,15
rec_inst.buffer24,24
send_inst.cnt_h,9
-- kinds of logic (layout without fill, tap and decap cells) --
family                   Yosys count  count (layout)  synth area share
AND-OR/OR-AND                     76              76            0.0442
XOR/XNOR                         102             102            0.0795
adder cells (fa/ha/maj)           42              42            0.0467
buffers and inverters             75             120            0.0279
flip-flops                       269             269             0.608
multiplexers                      37              37            0.0362
other                              2               2          0.000668
AND/OR/NAND/NOR                  347             347             0.157
No activity file was given, so power comes from the tool's default toggle rates.
